==> design/flow/design.v <==
module ALU(
    input [31:0] A, B, 
    input [2:0] O, 
    output reg [31:0] result, 
    output zero
);
    always @* case (O)
        3'b000: result <= A & B;	 
        3'b001: result <= A | B;	 
        3'b010: result <= A + B;	 
        3'b110: result <= A - B;	 
        3'b100: result <= ~ (A | B);  
        3'b111: result <= (A < B) ? 32'h1 : 32'h0;	 
    endcase
    assign zero = (result==0);
endmodule
`timescale 1ns / 1ps
module ALUctrl(
    input wire [1:0] ALUop,
    input wire [5:0] Func,
    output reg [2:0] ALUoper
    );
	 always @(*) begin
		case (ALUop)  
			2'b10: case (Func)
				6'b100000: ALUoper <= 3'b010;  
				6'b100010: ALUoper <= 3'b110;  
				6'b100100: ALUoper <= 3'b000;  
				6'b100101: ALUoper <= 3'b001;  
				6'b101010: ALUoper <= 3'b111;  
				6'b100111: ALUoper <= 3'b100;  
			endcase
			2'b01: ALUoper<=3'b110;  
			2'b00: ALUoper<=3'b010;  
		endcase
	end
endmodule
`timescale 1ns / 1ps
module Regs(
    input clk,
    input rst,
    input [4:0] reg_R_addr_A,
    input [4:0] reg_R_addr_B,
	 input [4:0] i_test,
    input [4:0] reg_W_addr,
    input [31:0] wdata,
    input reg_we,
    output [31:0] rdata_A,
    output [31:0] rdata_B,
	 output [31:0] o_test
    );
	 reg [31:0] register [1:31];
	 integer i;
	 assign rdata_A = (reg_R_addr_A==0)?0:register[reg_R_addr_A];
	 assign rdata_B = (reg_R_addr_B==0)?0:register[reg_R_addr_B];
	 assign o_test = register[i_test];
	 always @ (posedge clk or posedge rst) begin
		if (rst==1) begin
			for (i=1;i<32;i=i+1)
			register [i] <= {31{1'b0}};		 
		end else begin
			if ((reg_W_addr != 0) && (reg_we == 1))
				register[reg_W_addr] <= wdata;
		end
	end
endmodule
`timescale 1ns / 1ps
module Rtype(
    input clk,
    input rst,
    input [31:0] I,
    output [31:0] A,
    output [31:0] B,
    output [31:0] result,
	 output [31:0] test
    );
	 wire [2:0] ALUoper;
	 wire zero;
	 Regs m0(clk, rst, I[25:21], I[20:16], {5{1'b0}}, I[15:11], result, 1'b1, A, B, test);
	 ALUctrl m1(2'b10, I[5:0], ALUoper);
	 ALU m2(A, B, ALUoper, result, zero);
endmodule
==> design/flow/run.sh <==
#!/bin/bash
# OpenROAD 26Q1-2900-gdf79404cd8, Yosys 0.63+post, stock flow scripts
make -C /OpenROAD-flow-scripts/flow DESIGN_CONFIG=/design/flow/config.mk WORK_HOME=/design/flow/orfs finish
==> design/flow/config.mk <==
export PLATFORM = sky130hd
export DESIGN_NAME = Rtype
export DESIGN_NICKNAME = Rtype
export VERILOG_FILES = /design/flow/design.v
export SDC_FILE = /design/flow/constraint.sdc
export NUM_CORES = 4
export LEC_CHECK = 1
export CORE_UTILIZATION = 30
==> design/flow/constraint.sdc <==
current_design Rtype

set clk_period 6.3
set clk_io_pct 0.2

create_clock -name clk0 -period $clk_period [get_ports {clk}]

set non_clock_inputs [all_inputs -no_clocks]
set_input_delay [expr $clk_period * $clk_io_pct] -clock clk0 $non_clock_inputs
set_output_delay [expr $clk_period * $clk_io_pct] -clock clk0 [all_outputs]
==> run_results.csv <==
group,metric,value,unit
detailed_routing,route.detailed.vias_per_inst,6.32,
grt,overflow,0,
die,die_x,436,microns
finish,fin_cells,7972,
logic_synthesis,synth.distinct_cells,93,
critical_path,crit_fanout,8,
detailed_routing,avgRoutedWirePerCell,36.2,microns
logic_synthesis,avgSynthCellArea,10.9,sq um
detailed_routing,ant_nets,0,
timing,worst_pin_slew,1110,ps
critical_path,worstSetupStartpointType,"input pin",
detailed_routing,drt_wl_total,289,mm
critical_path,worst_ep_arrival_time,4950,ps
logic_synthesis,yosysWarningCount,4,
finish,postLayoutCoreUtil,36.5,%
die,io_pins,162,
die,chipArea,190000,sq um
logic_synthesis,yosys_area,56500,sq um
die,dieHeight,436,microns
logic_synthesis,syn_inst,5188,
critical_path,cp-startpoint,"I[23]",
logic_synthesis,synthFlopType,"dfrtp_1",
critical_path,setup.worst_path.end_class,"primary output",
timing,slew_violations,0,
min_path,hp-class,"flip-flop to flip-flop",
die,rows,158,
grt,grt_usage,30.8,%
logic_synthesis,synthArstFlopShare,93.7,%
timing,fin_crit_sh,98.6,%
detailed_routing,drt_pass1_iterations,8,
run_status,status,"finished clean",
logic_synthesis,ys_ff,1059,
timing,tns,0,ps
timing,unclocked_pins,35,
min_path,min_from,"m0.register[1][0]",
logic_synthesis,ys_cells,5188,
finish,areaGrowthSynthToFinish,20.4,%
timing,setup_violations,0,
placement,gp_congestion,1.02,
critical_path,cp_data_required_time,5040,ps
flow_run,cap_violations,0,
grt,grt_max_degree,126,
die,core,186000,sq um
placement,dp.final_hpwl,182,mm
grt,grt_pass1_vias,49300,
timing,min_period,6210,ps
grt,antenna_found_initial,11,
clocking,post_cts_buffers,0,
logic_synthesis,edf_count,32,
clocking,cts.htree.levels,3,
detailed_routing,drtIter0Drc,5848,
timing,untimed_endpoints,99,
timing,rsz0062_at_grt,"no",
power,total_leakage_power,0.0301,uW
flow_run,warning_count,120,
placement,dp.cells,7747,
timing,clock_skew,0,ps
placement,io_buffers,150,
clocking,clk_pin_slew,60,ps
die,fp_util,30.4,%
timing,worst_hold_slack,531,ps
grt,grt_pass1_wl,399,mm
power,powerDensity,293,nW/um^2
timing,slew_headroom,25.6,%
power,vdd_ir_drop_max,0.000230,V
finish,layout-drive-gt1-share,31.1,%
clocking,clk_latency,800,ps
clocking,cts_tree,"built",
clocking,clk_path_buf_depth,3,
timing,hold_viol_final,0,
detailed_routing,route.detailed.drc,0,
timing,fmax,161,MHz
clocking,root_buffer,"clkbuf_16",
detailed_routing,dr_total_vias,50400,
logic_synthesis,syn_area,56500,sq um
clocking,numCtsBuffers,116,
critical_path,critPathKind,"input pin to primary output",
critical_path,r2r_start,"m0.register[11][21]",
[metal layers]
metal	part of all wire [%]	vias up	track usage, %
met5	0.25	-	1.59
met4	7.8	20	17.4
met3	16	1324	18.9
met2	41	3948	42.4
met1	35	25100	36.8
li1	-	20000	-
[synth_stat cells, types with 7 or more instances]
cell	number	area (sq um)
mux2_2	1000	11300
dfrtp_1	992	24800
a22oi_1	767	5760
nand2_1	383	1440
clkbuf_1	299	1120
nor2_1	180	676
nor3_1	126	631
a21oi_1	125	626
buf_1	116	435
inv_1	115	432
ha_1	99	1240
o21ai_0	99	495
nand3_1	95	475
nand4_1	83	519
and3_1	72	450
a222oi_1	48	480
buf_2	43	215
a21o_1	35	263
dlxtn_1	35	526
edfxtp_1	32	961
xnor2_1	32	280
a221oi_1	31	272
a22o_1	29	254
nor2b_1	21	131
a2111oi_0	19	166
nand2b_1	17	106
nand3b_1	17	128
o211ai_1	14	105
a211oi_1	13	97.6
nor4_1	13	81.3
a31oi_1	12	75.1
o21bai_1	12	90.1
mux2i_1	11	110
o21a_1	11	82.6
nor3b_1	10	75.1
o22ai_1	10	62.6
o31a_1	9	78.8
or3_1	9	56.3
buf_4	8	60.1
a32o_1	7	70.1
and3b_1	7	61.3
o31ai_1	7	52.6
[state kept, by name, summed over array words and instances (netlist names)]
signal	flops
m1.ALUoper	3
m2.result	32
m0.register	1024
[power breakdown]
group	switching, uW	total (uW)	leakage, uW	internal, uW
clock network	3100	7380	0.00202	4280
logic	2200	4020	0.0147	1810
registers	896	8540	0.0134	7640
[cells in the final DEF (no fill, tap or decap), types with 19 or more instances in the layout]
cell and n:
mux2_2 1000, dfrtp_1 992, a22oi_1 767, nand2_1 370, buf_4 279, clkdlybuf4s50_1 148, a21oi_1 125, nor3_1 120
clkbuf_16 117, nor2_1 115, inv_1 114, o21ai_0 99, ha_1 99, nand3_1 91, buf_12 89, nand4_1 83
and3_1 72, nor2_4 67, a222oi_1 48, a21o_1 34, xnor2_1 32, edfxtp_1 32, conb_1 32, dlxtn_1 32
a221oi_1 31, a22o_1 29, clkbuf_8 27, nor2b_1 20, a2111oi_0 19
[worst paths after layout]
| kind | end | slack [ps] | depth (start not counted) |
|---|---|---|---|
| max reg2reg | m0.register[11][21] | 5420 | 1 |
| max | A[14] | 90 | 10 |
| max in group asynchronous | m0.register[21][5] | 3730 | 4 |
| min | m0.register[1][0] | 530 | 1 |
| min reg2reg | m0.register[1][0] | 530 | 1 |
| min in group asynchronous | m0.register[9][25] | 780 | 2 |
[what timing repair did]
item,4_1_cts,5_1_grt
hold buffers,0,0
gates resized,0,2
setup endpoints to repair,0,5
[critical path, stage by stage]
cell             delay (ps)
clkdlybuf4s50_1         670
nand3b_1                390
buf_4                   220
nor2_4                   70
a222oi_1                540
nand3_1                 150
nor3_1                  250
a22o_1                  660
inv_1                   250
clkdlybuf4s50_1         480
[cell families (layout without fill, tap and decap cells)]
logic type | after synthesis | after routing | synth area share (%)
other | 1 | 41 | 0.00663
adder cells (fa/ha/maj) | 101 | 101 | 2.26
multiplexers | 1013 | 1013 | 20.2
XOR/XNOR | 36 | 36 | 0.558
latches | 35 | 35 | 0.930
buffers and inverters | 585 | 849 | 4.08
AND-OR/OR-AND | 1323 | 1323 | 17.3
flip-flops | 1024 | 1024 | 45.6
AND/OR/NAND/NOR | 1070 | 1070 | 9.07
[per-stage QoR]
stage / worst slack, ps / total power (uW) / instance area, sq um
2_1_floorplan: -8630 / 10900 / 56600
3_3_place_gp: 172 / 12500 / 63900
3_5_place_dp: 192 / 12500 / 63900
4_1_cts: 169 / 19800 / 68000
5_1_grt: 40.6 / 20600 / 68000
6_report: 89.4 / 19900 / 68000
[cell type report]
cell class / instances / area (sq um)
antenna: 9 / 22.5
clock buffer: 160 / 3360
clock inverter: 56 / 797
fill: 18100 / 118000
inverter: 115 / 435
multi-input combinational: 3575 / 28600
sequential: 1059 / 26300
tap: 2480 / 3100
timing repair buffer: 518 / 5380
No activity file was given, so power comes from the tool's default toggle rates.
