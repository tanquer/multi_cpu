==> flow/design.v <==
`timescale 1ns / 1ps
module mux2_1(
	input wire [31:0] A, B,
	input wire Ctrl,
	output wire [31:0] S
    );
	assign S = (Ctrl == 1'b0) ? A : B;
endmodule
==> flow/run.sh <==
#!/bin/bash
# OpenROAD 26Q1-2900-gdf79404cd8, Yosys 0.63+post, stock flow scripts
make -C /OpenROAD-flow-scripts/flow DESIGN_CONFIG=/design/flow/config.mk WORK_HOME=/design/flow/orfs finish
==> flow/config.mk <==
export PLATFORM = sky130hd
export DESIGN_NAME = mux2_1
export DESIGN_NICKNAME = mux2_1
export VERILOG_FILES = /design/flow/design.v
export SDC_FILE = /design/flow/constraint.sdc
export NUM_CORES = 4
export LEC_CHECK = 1
export CORE_AREA = 10 10 70 70
export DIE_AREA = 0 0 80 80
==> flow/constraint.sdc <==
current_design mux2_1

set clk_period 1.0
set clk_io_pct 0.2

create_clock -name clk0 -period $clk_period

set non_clock_inputs [all_inputs -no_clocks]
set_input_delay [expr $clk_period * $clk_io_pct] -clock clk0 $non_clock_inputs
set_output_delay [expr $clk_period * $clk_io_pct] -clock clk0 [all_outputs]
==> results_slide.txt <==
Run Summary

Detailed routing
  – TritonRoute pass-1 iters: 2
  – Vias post-DR: 720
  – Residual DRC: 0
  – Vias per inst: 3.98
  – N_diodes: 0
  – DRT iter0 DRCs: 3
  – Final wirelength: just under 3000 um
  – Routed WL per cell: 16.1 um
  – Final ANT Viol Nets: 0

Critical path
  – CP endpoint kind: output pin
  – Worst EP arrival: 0.90 ns
  – Worst setup path category: in -> out
  – CP max stage cell: mux2_4
  – Crit path required time: 0.80 ns
  – CP Cell Sequence: buf_16 -> clkbuf_16 -> mux2_4 -> buf_6
  – Crit Path Max Fanout: 6
  – Critical path's largest stage delay: 0.30 ns
  – CP Launch Type: primary input

Final layout
  – Most numerous logic cell after layout: dlygate4sd2_1
  – Area delta synth->final: 188%
  – Post-route cell area: ~1600 sq um
  – Fillers: 335
  – Top Layout Cells: 64 x dlygate4sd2_1, 32 x mux2_4, 21 x buf_6, 11 x buf_2, 4 x buf_16
  – Non-Filler Instances: 181
  – Sequential standard cell area: 0 sq um
  – Layout cells sized above 1: 52.6%
  – # clk buffers: 0
  – Flip-flops: 0

Die
  – Core region area: 3420 sq um
  – I/O pins: between 90 and 100
  – Vert. Die Dim: 80 um
  – Rows: 21
  – Horiz. Die Dim: 80 um
  – Initial Utilization: 15.9%
  – Die ar.: between 6000 and 7000 sq um

Yosys
  – Post-synth top area cell: mux2_4
  – Register share after synthesis: 0%
  – Syn Inst Count: 36
  – Area leader share: 82.8%
  – Post-synthesis chip area from yosys: 544 sq um
  – Synthesis warning total: 0
  – Mean Syn Cell Area: 15.1 sq um
  – Post-synth area hogs: mux2_4 83%, buf_12 11%, mux2_2 4.1%
  – Yosys stat cell total: 36
  – Synth cell types: 4
  – Synth Cell Area: 544 sq um

Run status
  – Failing checks: setup timing
  – Status: complete, but fails checks

CTS
  – Hold_buf cts: 0
  – Post-CTS Setup Bufs: 0

Global routing
  – Initial antenna violation count: 0
  – Total GRT Usage: 8.29%
  – Global-route wire length before repair: 4310 um
  – Vias in the first global route: 811
  – Gr ovfl total: 0
  – Largest net degree at the start of global routing: 10

Timing
  – Setup violators final: 32
  – Max Freq: around 910 MHz
  – Min Tclk post-route: 1.10 ns
  – Slew headroom: 93.4%
  – Pins Over Slew Limit: 0
  – Cycle use final: 110%
  – RSZ-0062 raised after global routing: yes
  – Fin worst setup slack: -0.101 ns
  – Worst Tran Pin Value: between 0.09 and 0.1 ns
  – Final Hold Fails: 0

Power and ir drop
  – Pwr dens: 394 nW/um^2
  – Leakage: 0.852 nW
  – Worst VDD drop: ~0.19 mV

Run
  – Max Cap Viol: 0
  – Tool warnings: 34

Placed design
  – Post-DP HPWL: 2410 um
  – Port buffer count: 97
  – DP Area: 1540 sq um
  – Placement Setup Slack: -0.496 ns
  – Routability cong.: 0.760
  – Inst Count DP: 177

Worst hold path
  – Hold depth: 3
  – Hold WC Path Type: in -> out
through the flow:
step / total power [mW] / TNS [ns] / util (%) / hold WS, ns
final: 0.616 / -2.64 / 45.8 / 0.794
after global routing: 0.662 / -3.26 / 45.8 / 0.807
after CTS: 0.593 / -2.59 / 44.0 / 0.800
after detailed placement: 0.656 / -15.30 / 45.0 / 1.33
after global placement: 0.654 / -15.26 / 45.0 / 1.33
after floorplan: 0.206 / 0 / - / 0.498
cells by family (layout without fill, tap and decap cells):
family / count (synthesis) / in the layout / share of synthesized area (%)
buffers and inverters: 4 / 103 / 13.1
multiplexers: 32 / 32 / 86.9
worst max-delay path, delay by kind of cell:
kind | cells | cell delay (ns)
muxes | 1 | 0.30
buffers and inverters | 3 | 0.40
power by group:
| group | internal [mW] | switching, mW | total [mW] |
|---|---|---|---|
| registers | 0 | 0 | 0 |
| clock network | 0 | 0 | 0 |
| logic | 0.478 | 0.138 | 0.616 |
layout make-up:
type                            instances  area, sq um  area share (%)
Timing Repair Buffer                  103         1030            65.6
Tap cell                               46         57.6            3.68
Multi-Input combinational cell         32          480            30.7
metal layers:
| metal | GRT usage, % | part of all wire, % | wire length [um] |
|---|---|---|---|
| met3 | 2.50 | 9.5 | 278 |
| met4 | 0.704 | 0.72 | 21 |
| met5 | 0 | 0 | 0 |
| met2 | 13.9 | 49 | 1430 |
| met1 | 10.5 | 41 | 1190 |
Yosys cell counts:
| cell | instances |
|---|---|
| mux2_4 | 30 |
| buf_12 | 3 |
| mux2_2 | 2 |
| buf_6 | 1 |
path summary, 6_finish.rpt:
| kind | startpoint | to |
|---|---|---|
| worst min-delay path | A[25] | S[25] |
| worst max-delay path | Ctrl | S[26] |
what timing repair did:
action | 4_1_cts | 5_1_grt
gates resized | 186 | 6
endpoints found under the setup margin | 32 | 32
endpoints found under the hold margin | 0 | 0
cloned | 3 | 1
Power figures rest on the tool's default switching activity, not on a simulated workload.
