==> /design/flow/run.sh <==
#!/bin/bash
# OpenROAD 26Q1-2900-gdf79404cd8, Yosys 0.63+post, stock flow scripts
make -C /OpenROAD-flow-scripts/flow DESIGN_CONFIG=/design/flow/config.mk WORK_HOME=/design/flow/orfs finish
==> /design/flow/config.mk <==
export PLATFORM = sky130hd
export DESIGN_NAME = CPU
export DESIGN_NICKNAME = CPU
export VERILOG_FILES = /design/flow/design.v
export SDC_FILE = /design/flow/constraint.sdc
export NUM_CORES = 4
export LEC_CHECK = 1
export CORE_AREA = 10 10 70 70
export DIE_AREA = 0 0 80 80
==> /design/flow/constraint.sdc <==
current_design CPU

set clk_period 1.4
set clk_io_pct 0.2

create_clock -name clk0 -period $clk_period

set non_clock_inputs [all_inputs -no_clocks]
set_input_delay [expr $clk_period * $clk_io_pct] -clock clk0 $non_clock_inputs
set_output_delay [expr $clk_period * $clk_io_pct] -clock clk0 [all_outputs]
==> /design/flow/design.v <==
`timescale 1ns / 1ps
module CPU(
	input [5:0] Op,
	input [3:0] state,
	output reg [3:0] next,
	output wire PCWriteCond, PCWrite, IorD, MemRead, MemWrite, MemtoReg, IRWrite, ALUSrcA, RegWrite, RegDst,
	output wire [1:0] PCSource, ALUOp, ALUSrcB
    );
	wire R = (Op==6'h0);
	wire LW = (Op==6'h23);
	wire SW = (Op==6'h2B);
	wire BEQ = (Op==6'h4);
	wire J = (Op==6'h2);
	always @(*) begin 
		case (state)
			0: next <= 1;
			1: begin 
					if (J) next <= 9;
					else if (BEQ) next <= 8;
					else if (R) next <= 6;
					else next <= 2;
				end
			2: begin
					if (SW) next <= 5;
					else if (LW) next <= 3;
				end
			3: next <= 4;
			6: next <= 7;
			default: next <= 0;
		endcase
	end
	assign MemRead = (state == 0) || (state == 3);
	assign IRWrite = (state == 0);
	assign PCWrite = (state == 0) || (state == 9);
	assign PCWriteCond = (state == 8);
	assign IorD = (state == 3) || (state == 5);
	assign MemWrite = (state == 5);
	assign MemtoReg = (state == 4);
	assign PCSource[0] = (state == 8);
	assign PCSource[1] = (state == 9);
	assign ALUOp[1] = (state == 6);
	assign ALUOp[0] = (state == 8);
	assign ALUSrcB[1] = (state == 1) || (state == 2);
	assign ALUSrcB[0] = (state == 0) || (state == 1);
	assign ALUSrcA = (state == 2) || (state == 6) || (state == 8);
	assign RegWrite = (state == 4) || (state == 7);
	assign RegDst = (state == 7);
endmodule
==> impl_summary.log <==
[report] extracting results
INFO  metric outcome = finished clean
INFO  metric num_vias = ~530
INFO  metric cp.arrival = about 1100 ps
INFO  metric path_class = input port to output pin
INFO  metric synth_stat.cells = ~52
INFO  metric crit_chain = buf_6 > buf_4 > nand2b_4 > buf_6 > buf_4 > nor2_2 > buf_2
INFO  metric wire_per_inst = 11.1 microns
INFO  metric hp-start = state[0]
INFO  metric grt_overflow = 0
INFO  metric design.core.area = roughly 3400 sq um
INFO  metric irDropWorstVdd = about 0.080 mV
INFO  metric power.combinational.fraction = 98.3%
INFO  metric yosysTopAreaCellShare = 16.3%
INFO  metric drt.antenna.violating_nets = 0
INFO  metric swShare = between 30 and 40%
INFO  metric pin_count_of_the_biggest_net_entering_global_routing = 8
INFO  metric p_int = 124 uW
INFO  metric worst_path_cell_with_the_longest_stage_delay = nand2b_4
INFO  metric hold_violations = 0
INFO  metric cts_hold_repair.buffers = 0
INFO  metric antenna_found_initial = 0
INFO  metric dp_slack = -746 ps
INFO  metric route.final.wire_length = approximately 1600 microns
INFO  metric setup_violations = 0
INFO  metric grt_pass1_wl = between 2000 and 2500 microns
INFO  metric netlist_cell_types = 24
INFO  metric routed_via_density = 3.67
INFO  metric layout-drive-gt1-share = between 50% and 60%
INFO  metric first_drt_iteration_drcs = 6
INFO  metric first_global_vias = between 500 and 600
INFO  metric number_of_drc_violations_after_detailed_routing = 0
INFO  metric power_density = ~220 nW/um^2
INFO  metric antenna-diode-count = 0
INFO  metric grt_setup_unrepaired = true
INFO  metric cpPeakStageDelay = about 150 ps
INFO  metric start_kind = input port
INFO  metric number_of_warnings_in_the_stage_logs = 34
INFO  metric worst-slew-pin-transition = 389 ps
INFO  metric groute.usage.overall = between 4 and 5%
INFO  metric avgSynthCellArea = ~7.1 sq um
INFO  metric rows = 21
INFO  metric crit_path_end_kind = output pin
INFO  metric timing.final.max_slew_violations = 0
INFO  metric holdCritPathClass = input port to output pin
INFO  metric netlist.top_cell.by_area = dlxtn_1
INFO  metric drv_cap = 0
INFO  metric layout_top_cells = 23 x buf_4, 10 x clkdlybuf4s50_1, 6 x nor2_1, 5 x nor2_2, 5 x dlymetal6s2s_1
INFO  metric final.setup.worst_slack = just over 40 ps
INFO  metric worstPathMaxFanout = 6
INFO  metric gp_congestion = about 0.75
INFO  metric die_width = around 80 microns
INFO  metric biggestRegsByFlops = next: 4 flops
INFO  metric fp_util = between 10% and 20%
INFO  metric post_syn_area = approximately 370 sq um
INFO  metric power_frac_clock = 0%
INFO  metric layout.cells.most_common = buf_4
INFO  metric worst_ep_required_time = around 1100 ps
INFO  metric finalCritPeriodShare = 97.1%
INFO  metric hpwlAfterDp = roughly 1300 microns
INFO  metric yosysWarnings = 1
INFO  metric power.switching = just under 80 uW
INFO  metric area_growth = 152%
INFO  metric portBuffers = 30
INFO  metric max_freq = between 0.7 and 0.8 GHz
INFO  metric min_period = ~1400 ps
INFO  metric yosys_area = 368 sq um
INFO  metric unclocked_pins = 4
INFO  metric endpoints_left_unconstrained = 8
INFO  metric die_area = around 6400 sq um
INFO  metric holdPathStages = 3
INFO  metric flip_flop_count_of_the_largest_register_all_copies_and_words_added = 4
INFO  metric top_cells_by_area = dlxtn_1 16%, nor2_1 11%, nand2b_1 6.8%
INFO  metric syn_inst = approximately 52
INFO  metric p_leak = approximately 0.00048 uW
INFO  metric post_synthesis_register_bit_count = 4
INFO  metric seq_power_share = approximately 1.7%
INFO  metric first_pass_iters = 2
INFO  metric setup_total_negative_slack = 0 ps
INFO  metric die.size.y = around 80 microns
INFO  metric maxSlewHeadroom = approximately 74%
INFO  metric worstHoldEndpoint = PCSource[0]
INFO  metric regMostFlops = next
INFO  metric ios = 30
## synth_stat cells
cell type  count
clkbuf_1       1
a311oi_1       1
a221oi_1       1
nand2b_1       4
xor2_1         2
nor4_4         1
a22o_1         1
buf_4          2
dlxtn_1        4
nand2_1        3
nor3_1         5
a21oi_1        1
and4bb_2       1
nor2_1        11
mux2_2         1
inv_1          1
nor3b_1        1
a2111oi_2      1
or2_1          1
xnor2_1        1
nand4b_1       2
buf_2          4
a211oi_1       1
a31oi_1        1
## repair_timing
item                       in CTS  in global routing
setup endpoints to repair      16                 11
buffers inserted                9                  1
cloned                          0                  0
resized                        52                 19
pin swaps                       8                  6
## how the worst max path moves through the flow
stage,from,endpoint,slack (ps),cells past startpoint
5_1_grt,state[3],RegWrite,3,6
4_1_cts,state[1],ALUSrcA,-280,5
6_report,state[3],MemWrite,40,7
## cells by family (layout without fill, tap and decap cells)
logic type	after synthesis	after routing	share of synthesized area (%)
and+or+nand+nor	29	29	45.6
buffers and inverters	8	54	11.6
AOI/OAI and AO/OA	7	7	16.3
latches	4	4	16.3
xor gates and xnor gates	3	3	7.14
muxes	1	1	3.06
## stage by stage
| stage | cell area (sq um) | hold WS, ps | utilization (%) | power, uW | instances |
|---|---|---|---|---|---|
| 3_5_place_dp | 785 | 1630 | 23.0 | 164 | 134 |
| 5_1_grt | 928 | 870 | 27.2 | 220 | 144 |
| 6_report | 928 | 850 | 27.2 | 203 | 144 |
| 3_3_place_gp | 785 | 1610 | 23.0 | 163 | 134 |
| 2_1_floorplan | 368 | 702 | - | 62.3 | 52 |
| 4_1_cts | 887 | 939 | 26.0 | 193 | 143 |
## power groups by stage
stage         clock, uW  sequential, uW  combinational [uW]
CTS                   0            3.52                 190
global route          0            3.55                 217
finish                0            3.51                 200
## cell type report
class	count	area (sq um)
fillers	365	2490
repair buffers	53	469
well taps	46	57.6
multi-input cells	40	338
inverters	1	3.75
flip-flops and latches	4	60.1
## layer usage
layer	part of all wire (%)	global-route usage, %	wire (microns)
met1	46	5.29	730
met3	9.1	1.36	146
met2	45	8.27	720
met4	0	0	0
met5	0	0	0
## worst max-delay path: cells and delay by family
kind,cells,cell delay [ps]
and+or+nand+nor,2,220
buffers and inverters,5,580
Power figures rest on the tool's default switching activity, not on a simulated workload.
